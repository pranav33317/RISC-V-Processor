==> /design/flow/design.v <==
module dmem(input logic clk, we,
input logic [31:0] a, wd,
output logic [31:0] rd);
logic [31:0] RAM[63:0];
assign rd = RAM[a[31:2]];  
always_ff @(posedge clk)
if (we) RAM[a[31:2]] <= wd;
endmodule
==> /design/flow/run.sh <==
#!/bin/bash
# OpenROAD 26Q1-2900-gdf79404cd8, Yosys 0.63+post, stock flow scripts
make -C /OpenROAD-flow-scripts/flow DESIGN_CONFIG=/design/flow/config.mk WORK_HOME=/design/flow/orfs finish
==> /design/flow/config.mk <==
export PLATFORM = sky130hd
export DESIGN_NAME = dmem
export DESIGN_NICKNAME = dmem
export VERILOG_FILES = /design/flow/design.v
export SDC_FILE = /design/flow/constraint.sdc
export NUM_CORES = 4
export LEC_CHECK = 1
export CORE_UTILIZATION = 50
==> /design/flow/constraint.sdc <==
current_design dmem

set clk_period 40.2
set clk_io_pct 0.2

create_clock -name clk0 -period $clk_period [get_ports {clk}]

set non_clock_inputs [all_inputs -no_clocks]
set_input_delay [expr $clk_period * $clk_io_pct] -clock clk0 $non_clock_inputs
set_output_delay [expr $clk_period * $clk_io_pct] -clock clk0 [all_outputs]
==> impl_results.html <==
<h3>Run summary</h3>
<table>
<tr><th>Metric</th><th>Value</th></tr>
<tr><th colspan="2">Global routing</th></tr>
<tr><td>Number of antenna violations at the first check in global routing</td><td>20</td></tr>
<tr><td>Grt total ovfl</td><td>0</td></tr>
<tr><td>Largest net degree at the start of global routing</td><td>87</td></tr>
<tr><td>First-pass GRT wire length</td><td>310300 um</td></tr>
<tr><td>Global-route usage over all layers</td><td>31.41%</td></tr>
<tr><td>Number of global-route vias before repair</td><td>43.65k</td></tr>
<tr><th colspan="2">Placed design</th></tr>
<tr><td>Total of buffers placed on input and output ports</td><td>71</td></tr>
<tr><td>DP HPWL</td><td>122900 um</td></tr>
<tr><td>Routability cong.</td><td>0.9401</td></tr>
<tr><th colspan="2">CTS</th></tr>
<tr><td>Clock slew seen by the registers of the worst setup and hold paths</td><td>0.06 ns</td></tr>
<tr><td>TritonCTS clock tree</td><td>built</td></tr>
<tr><td>Number of clock sinks</td><td>2048</td></tr>
<tr><td>Inserted Clock Buffers</td><td>203</td></tr>
<tr><td>Post-CTS Resized</td><td>0</td></tr>
<tr><td>Hold buffers post-CTS</td><td>0</td></tr>
<tr><td>Root Driver</td><td>sky130_fd_sc_hd__clkbuf_16</td></tr>
<tr><td>Post-CTS setup buffer count</td><td>0</td></tr>
<tr><td>Deepest clock path buffer count</td><td>3</td></tr>
<tr><td>H-Tree Level Count</td><td>4</td></tr>
<tr><th colspan="2">Synthesis</th></tr>
<tr><td>Number of library cell types mapped by synthesis</td><td>55</td></tr>
<tr><td>Number of instances in the synthesized netlist</td><td>4207</td></tr>
<tr><td>Average cell area after synthesis</td><td>18.61 um^2</td></tr>
<tr><td>Number of storage elements in the synthesis netlist</td><td>2048</td></tr>
<tr><td>Post-synthesis chip area from yosys</td><td>0.07829 mm^2</td></tr>
<tr><td>Number of enable flip-flop cells</td><td>2048</td></tr>
<tr><td>Area share of the largest cell type after synthesis</td><td>78.56%</td></tr>
<tr><td>Number of cells in Yosys stat</td><td>4207</td></tr>
<tr><td>YS warnings</td><td>1</td></tr>
<tr><td>Top cell type by instance count after synthesis</td><td>sky130_fd_sc_hd__edfxtp_1</td></tr>
<tr><td>Post-synthesis instance area</td><td>0.07829 mm^2</td></tr>
<tr><td>Post-synthesis sequential area ratio</td><td>78.56%</td></tr>
<tr><td>Top flip-flop cell by instance count after synthesis</td><td>sky130_fd_sc_hd__edfxtp_1</td></tr>
<tr><td>Top cell type by total area after synthesis</td><td>sky130_fd_sc_hd__edfxtp_1</td></tr>
<tr><td>Commonest cells in the netlist</td><td>sky130_fd_sc_hd__edfxtp_1, sky130_fd_sc_hd__mux2i_1, sky130_fd_sc_hd__a22oi_1</td></tr>
<tr><td>Leading post-synthesis cells by cell area</td><td>sky130_fd_sc_hd__edfxtp_1, sky130_fd_sc_hd__mux2i_1, sky130_fd_sc_hd__mux4_2, sky130_fd_sc_hd__mux2_2, sky130_fd_sc_hd__a221oi_1</td></tr>
<tr><td>Proportion of register bits with asynchronous set or reset after synthesis</td><td>0%</td></tr>
<tr><th colspan="2">Power</th></tr>
<tr><td>Combinational share of power</td><td>5.6%</td></tr>
<tr><td>Sequential share of power</td><td>53.3%</td></tr>
<tr><td>Switch Pwr</td><td>0.9695 mW</td></tr>
<tr><td>Power density over the cells</td><td>50.12 mW/mm^2</td></tr>
<tr><td>Share of total power consumed by net switching</td><td>21.82%</td></tr>
<tr><td>Overall power of the completed layout</td><td>4.444 mW</td></tr>
<tr><td>Internal power consumption</td><td>3.474 mW</td></tr>
<tr><td>Clock share of power</td><td>41.1%</td></tr>
<tr><td>IR Drop Worst-Case VDD</td><td>0.04364 mV</td></tr>
<tr><td>Leak pwr</td><td>28.39 nW</td></tr>
<tr><th colspan="2">Critical path</th></tr>
<tr><td>Max FO, Critical Path</td><td>52</td></tr>
<tr><td>Startpoint-to-endpoint class of the critical path</td><td>input pin to output port</td></tr>
<tr><td>Worst EP required</td><td>32.16 ns</td></tr>
<tr><td>Critical Path Source Type</td><td>input pin</td></tr>
<tr><td>Crit path arrival time</td><td>13.59 ns</td></tr>
<tr><td>Crit. End Element</td><td>output port</td></tr>
<tr><th colspan="2">Min path</th></tr>
<tr><td>Critical hold path startpoint</td><td>wd[6]</td></tr>
<tr><td>Worst hold path depth</td><td>1</td></tr>
<tr><td>Worst min-delay path endpoint</td><td>RAM[49][6]</td></tr>
<tr><td>Type of the worst min-delay path</td><td>input pin to flop</td></tr>
<tr><th colspan="2">Die</th></tr>
<tr><td>Core Region</td><td>0.1548 mm^2</td></tr>
<tr><td>Die height</td><td>397.7 um</td></tr>
<tr><td>Number of top-level pins</td><td>98</td></tr>
<tr><td>Core Util at FP</td><td>50.58%</td></tr>
<tr><td>Die outline width</td><td>397.7 um</td></tr>
<tr><td>Site Rows</td><td>144</td></tr>
<tr><td>Floorplan die area</td><td>0.1582 mm^2</td></tr>
<tr><th colspan="2">Final layout</th></tr>
<tr><td>Fraction of layout cells with a size suffix above 1</td><td>18.39%</td></tr>
<tr><td>Flip-flop count of the largest register, all copies and words added</td><td>2048</td></tr>
<tr><td>Synth-to-Final Area Change</td><td>13.25%</td></tr>
<tr><th colspan="2">Timing</th></tr>
<tr><td>Number of slew-limit violations in the final report</td><td>0</td></tr>
<tr><td>Setup Total Neg Slack</td><td>0 ns</td></tr>
<tr><td>Period utilization</td><td>53.80%</td></tr>
<tr><td>Shortest clock period the worst path allows after layout</td><td>21.63 ns</td></tr>
<tr><td>Worst-margin pin slew</td><td>1.077 ns</td></tr>
<tr><td>Unrepaired setup endpoints after global routing</td><td>no</td></tr>
<tr><td>Worst rel slew slack</td><td>28.01%</td></tr>
<tr><td>Total count of hold-check failures in the final report</td><td>0</td></tr>
<tr><td>Highest Clock Rate</td><td>0.04624 GHz</td></tr>
<tr><td>Endpoints failing setup</td><td>0</td></tr>
<tr><th colspan="2">Routing</th></tr>
<tr><td>Routed Antenna Nets</td><td>0</td></tr>
<tr><td>Vias per Instance</td><td>6.358</td></tr>
<tr><td>Avg WL per Cell</td><td>33.10 um</td></tr>
<tr><td>1st-iter DRT viols</td><td>2706</td></tr>
<tr><td>Length of the first detailed-routing pass in iterations</td><td>7</td></tr>
<tr><td>Total DRC errors in the routed layout</td><td>0</td></tr>
<tr><td>DR vias</td><td>41.92k</td></tr>
<tr><td>Total wirelength of the detailed-routed design</td><td>218300 um</td></tr>
<tr><th colspan="2">Flow run</th></tr>
<tr><td>Number of warnings the tools reported</td><td>52</td></tr>
<tr><td>Number of max-capacitance violations reported</td><td>0</td></tr>
<tr><th colspan="2">Outcome</th></tr>
<tr><td>Outcome</td><td>finished clean</td></tr>
</table>
## per-stage QoR
| step | std cells | util (%) | cell area (um^2) | setup slack [ns] | hold WS [ns] |
|---|---|---|---|---|---|
| 2_1_floorplan | 4207 | - | 78290 | 22.01 | 8.139 |
| 3_3_place_gp | 6216 | 53.11 | 82200 | 18.64 | 8.293 |
| 3_5_place_dp | 6216 | 53.11 | 82200 | 18.71 | 8.293 |
| 4_1_cts | 6589 | 57.28 | 88650 | 18.66 | 7.399 |
| 5_1_grt | 6589 | 57.28 | 88650 | 18.33 | 7.414 |
| 6_report | 6593 | 57.29 | 88660 | 18.57 | 7.451 |
## per-layer routing
metal	track usage (%)	up-vias	share of wire, %
met1	41.42	20903	33
met5	1.120	-	0.18
met4	9.306	34	3.9
li1	-	17905	-
met2	42.80	2650	45
met3	24.48	423	18
## final cells by class
cell class | instances | area, um^2
fillers | 11232 | 66110
flip-flops and latches | 2048 | 61500
multi-input cells | 1859 | 16100
clock buffers | 253 | 5353
well taps | 2044 | 2557
repair buffers | 263 | 2032
clock inverters | 120 | 1100
inverters | 2 | 15.01
diodes | 4 | 10.01
## cells in the final DEF, fill, tap and decap left out, drive strengths merged, types with 43 or more instances in the layout
master	count
edfxtp	2048
and3	85
mux4	96
a31oi	43
o22a	70
o21ai	85
a22oi	188
mux2i	259
a221oi	175
buf	227
a22o	66
nand3	54
o22ai	93
nor2	145
clkinv	103
a21oi	121
mux2	147
clkbuf	253
## how the worst max path moves through the flow
stage	from	end	slack, ns	depth (start not counted)
6_report	a[2]	rd[28]	18.57	13
5_1_grt	a[2]	rd[20]	18.33	13
4_1_cts	a[2]	rd[20]	18.66	13
## cell families (layout without fill, tap and decap cells)
kind of cell | count (synthesis) | in the layout | share of synthesized area (%)
buffers and inverters | 300 | 638 | 1.696
DFF | 2048 | 2048 | 78.56
muxes | 502 | 502 | 8.188
AOI/OAI and AO/OA | 933 | 933 | 8.733
other | 0 | 4 | 0
and+or+nand+nor | 424 | 424 | 2.829
## critical path, stage by stage
cell and delay, ns:
sky130_fd_sc_hd__buf_8 0.49, sky130_fd_sc_hd__buf_4 0.59, sky130_fd_sc_hd__buf_4 0.52, sky130_fd_sc_hd__buf_4 0.51, sky130_fd_sc_hd__nand2b_4 0.48, sky130_fd_sc_hd__nor2_2 0.43, sky130_fd_sc_hd__buf_4 0.44, sky130_fd_sc_hd__a22oi_1 0.15
sky130_fd_sc_hd__a31oi_1 0.57, sky130_fd_sc_hd__a2111oi_0 0.15, sky130_fd_sc_hd__buf_4 0.20, sky130_fd_sc_hd__nand3_1 0.27, sky130_fd_sc_hd__clkdlybuf4s50_1 0.62
## power groups by stage
| stage | logic [mW] | registers, mW | clock network, mW |
|---|---|---|---|
| 5_1_grt | 0.268 | 2.37 | 1.93 |
| 4_1_cts | 0.250 | 2.37 | 1.85 |
| 6_report | 0.251 | 2.37 | 1.83 |
Power and IR drop assume default switching activity.
