[./config.mk]
export PLATFORM = sky130hd
export DESIGN_NAME = adder
export DESIGN_NICKNAME = adder
export VERILOG_FILES = /design/flow/design.v
export SDC_FILE = /design/flow/constraint.sdc
export NUM_CORES = 4
export LEC_CHECK = 1
export CORE_AREA = 10 10 107 107
export DIE_AREA = 0 0 117 117
[./constraint.sdc]
current_design adder

set clk_period 14.5
set clk_io_pct 0.2

create_clock -name clk0 -period $clk_period

set non_clock_inputs [all_inputs -no_clocks]
set_input_delay [expr $clk_period * $clk_io_pct] -clock clk0 $non_clock_inputs
set_output_delay [expr $clk_period * $clk_io_pct] -clock clk0 [all_outputs]
[./design.v]
module adder(input [31:0] a, b,
output [31:0] y);
assign y = a + b;
endmodule
[./run.sh]
#!/bin/bash
# OpenROAD 26Q1-2900-gdf79404cd8, Yosys 0.63+post, stock flow scripts
make -C /OpenROAD-flow-scripts/flow DESIGN_CONFIG=/design/flow/config.mk WORK_HOME=/design/flow/orfs finish
==> metrics.yaml <==
gr-total-overflow: 0
place_area_um2: 2800
cts_hold_buf: 0
grt_max_degree: 11
yosys-stat-area_um2: 1740
dpl.cell_count: 437
syn_area_per_cell_um2: 7.24
drv_slew: 0
critPathMaxFanout: 4
critPathRequiredTime_ns: 11.60
ys_cells: 241
die-area_um2: 13700
wl_per_cell_um: 14.3
aoi_share_pct: 39.3
syn_to_final_growth_pct: 60.5
status: "finished, final reports clean"
hold_class: "in2out"
layout-drive-gt1-share_pct: 3.07
rows: 35
xor_area_share_pct: 14.1
synthTopLogicFamily: "AND-OR/OR-AND gates"
cp-end-kind: "primary output"
setup_viol: 0
vias_per_cell: 4.85
vias: 2121
synth_cell_type_count: 50
power.total_uw: 135
dpl_worst_slack_ns: 5.69
dpl.hpwl_um: 5560
antenna_found_initial: 1
setup_ws_ns: 5.71
die_w_um: 117
leakagePower_uw: 0.00118
ys_warn_count: 0
gp_routability_congestion: 0.828
critPathKind: "in2out"
fin_area_um2: 2800
finalCritPeriodShare_pct: 60.7
powerDensity_nw_per_um2: 48.2
cp_data_arrival_time_ns: 5.89
die.size.y_um: 117
slew_headroom_pct: 61.9
grt_usage_pct: 8.96
tns_ns: 0
io_buffers: 96
io_pins: 96
rsz0062_at_grt: "false"
ant_nets: 0
detail_route.wirelength_um: 6270
flops: 0
grt_pass1_wl_um: 10200
warnings: 32
cts_resized: 0
synthCells: 241
fmax_ghz: 0.114
worstMarginPinSlew_ns: 0.558
drtPass1Iterations: 4
ys_sh_mux_pct: 1.15
period_needed_ns: 8.79
cts_setup_buffers: 0
clkbuf_count: 0
floorplan.initialDensity_pct: 19.0
logic_area_um2: 1680
vdd_ir_drop_max_mv: 0.0166
fin_cells: 437
first_iter_violations: 83
antenna_cells: 0
finalHoldViolCount: 0
max_cap_viol_count: 0
post-route-drc-count: 0
fill_cells: 974
synth_area_um2: 1740
seq_area_um2: 0
yosysSeqAreaShare_pct: 0
adder_share_pct: 23.4
critPathLaunchType: "input port"
grt_pass1_vias: 2105
core_um2: 9200
yosys.area_share.simple_pct: 18.3
placed cells by master (no fill, tap or decap), types with 2 or more instances in the layout:
master	netlist	layout
a211oi_1	3	3
nand3_1	10	10
inv_1	6	6
o221ai_1	2	2
mux2i_1	2	2
ha_1	31	31
a31oi_1	3	3
a21o_1	19	19
a311oi_1	2	2
o211ai_1	3	3
o311ai_1	2	2
nor3_1	4	4
nand2b_1	2	2
a21oi_1	29	29
nand2_1	18	18
o21bai_1	4	4
or2_2	3	3
o21ai_0	13	13
nand4_1	8	8
clkdlybuf4s50_1	0	96
nor2_1	12	12
xor2_1	15	15
xnor2_1	13	13
o21a_1	2	2
final cells by class:
type               count  area share (%)
inverters              6           0.804
multi-input cells    224            59.9
well taps            111            4.96
repair buffers        96            34.3
critical path: stages:
cell	delay [ns]
clkdlybuf4s50_1	0.41
ha_1	0.24
fa_1	0.40
a21o_1	0.22
a31o_2	0.28
nand3_1	0.09
o221ai_1	0.23
a311oi_1	0.37
o21bai_1	0.11
xor2_1	0.14
clkdlybuf4s50_1	0.50
final timing paths:
check,slack [ns],end,cells after the start,from
setup / recovery,5.71,y[26],11,a[0]
hold / removal,6.83,y[0],3,b[0]
per-layer routing:
| metal | global-route usage [%] | share of wire, % | vias up |
|---|---|---|---|
| met3 | 3.20 | 11 | 2 |
| met1 | 11.4 | 44 | 957 |
| met5 | 0 | 0.21 | - |
| li1 | - | - | 1091 |
| met2 | 15.1 | 46 | 69 |
| met4 | 0 | 0.016 | 2 |
cell usage after synthesis, types with 2 or more instances:
cell type  instances  share of area [%]
ha_1              31                 22
a21oi_1           29                8.3
a21o_1            19                8.2
nand2_1           18                3.9
xor2_1            15                7.5
o21ai_0           13                3.7
xnor2_1           13                6.5
nor2_1            12                2.6
nand3_1           10                2.9
clkbuf_1           8                1.7
nand4_1            8                2.9
inv_1              6                1.3
nor3_1             4                1.1
o21bai_1           4                1.7
a211oi_1           3                1.3
a31oi_1            3                1.1
o211ai_1           3                1.3
or2_2              3                1.1
a311oi_1           2                1.0
buf_2              2               0.57
mux2i_1            2                1.1
nand2b_1           2               0.72
o21a_1             2               0.86
o221ai_1           2                1.0
o311ai_1           2                1.0
cell families (layout without fill, tap and decap cells):
family	after synthesis	after routing
buffers and inverters	17	102
XOR/XNOR	28	28
multiplexers	2	2
adder cells (fa/ha/maj)	32	32
AND/OR/NAND/NOR	65	65
AND-OR/OR-AND	97	97
stage by stage:
step	hold slack, ns	util (%)
after floorplan	5.87	-
after global placement	6.83	30.4
after detailed placement	6.84	30.4
after CTS	6.84	30.4
after global routing	6.87	30.4
final	6.83	30.4
report_power, final:
part | total, uW | internal, uW | switching, uW
logic | 135 | 80.5 | 54.5
registers | 0 | 0 | 0
clock network | 0 | 0 | 0
total | 135 | 80.5 | 54.5
