==> design.v <==
module main_fsm(
    input [6:0] op,   
    input clk,         
    input reset,       
    output reg [1:0] ResultSrc,
    output reg MemWrite,
    output reg IRWrite,
    output reg PCSrc,
    output reg ALUSrc,
    output reg RegWrite,
    output reg Jump,
    output reg Branch
);
reg [2:0] state, next_state;
always @(posedge clk) begin
    if (reset) begin
        state <= 3'b000;   
    end else begin
        state <= next_state;
    end
end
always @(*) begin
    case (state)
        3'b000: next_state = 3'b001;   
        3'b001: next_state = 3'b010;   
        3'b010: next_state = 3'b011;   
        3'b011: next_state = 3'b101;   
        3'b101: next_state = 3'b000;   
        default: next_state = 3'b000;  
    endcase
end
always @(*) begin
    case (state)
        3'b000: begin   
            ResultSrc = 2'b10;  
            MemWrite = 0;
            IRWrite = 1;
            PCSrc = 0;  
            RegWrite = 0;
            Jump = 0;
            Branch = 0;
        end
        3'b001: begin   
            ResultSrc = 2'b001;
            MemWrite = 0;
            IRWrite = 0;
            ALUSrc = 0;
            RegWrite = 0;
            Jump = 0;
            Branch = 0;
        end
        3'b010: begin   
            ResultSrc = 3'b010;
            MemWrite = 0;
            IRWrite = 0;
            PCSrc = 0;
            ALUSrc = 1;
            RegWrite = 1;
            Jump = 0;
            Branch = 0;
        end
        3'b011: begin   
            ResultSrc = 3'b011;
            MemWrite = 1;
            IRWrite = 0;
            PCSrc = 0;
            ALUSrc = 0;
            RegWrite = 0;
            Jump = 0;
            Branch = 0;
        end
        3'b101: begin   
            ResultSrc = 3'b100;
            MemWrite = 0;
            IRWrite = 0;
            PCSrc = 0;
            ALUSrc = 0;
            RegWrite = 1;
            Jump = 0;
            Branch = 0;
        end
        default: begin
            ResultSrc = 3'b000;
            MemWrite = 0;
            IRWrite = 0;
            PCSrc = 0;
            ALUSrc = 0;
            RegWrite = 0;
            Jump = 0;
            Branch = 0;
        end
    endcase
end
endmodule
==> run.sh <==
#!/bin/bash
# OpenROAD 26Q1-2900-gdf79404cd8, Yosys 0.63+post, stock flow scripts
make -C /OpenROAD-flow-scripts/flow DESIGN_CONFIG=/design/flow/config.mk WORK_HOME=/design/flow/orfs finish
==> config.mk <==
export PLATFORM = sky130hd
export DESIGN_NAME = main_fsm
export DESIGN_NICKNAME = main_fsm
export VERILOG_FILES = /design/flow/design.v
export SDC_FILE = /design/flow/constraint.sdc
export NUM_CORES = 4
export LEC_CHECK = 1
export CORE_AREA = 10 10 70 70
export DIE_AREA = 0 0 80 80
==> constraint.sdc <==
current_design main_fsm

set clk_period 1.2
set clk_io_pct 0.2

create_clock -name clk0 -period $clk_period [get_ports {clk}]

set non_clock_inputs [all_inputs -no_clocks]
set_input_delay [expr $clk_period * $clk_io_pct] -clock clk0 $non_clock_inputs
set_output_delay [expr $clk_period * $clk_io_pct] -clock clk0 [all_outputs]
==> results.sh <==
# physical design summary
export IMPL_period_used_pct=105
export IMPL_grt_busiest_layer="met3"
export IMPL_lay_top_cells="sky130_fd_sc_hd__nor2b_1 (4), sky130_fd_sc_hd__dfxtp_2 (4)"
export IMPL_worstSetupEndpointType="output pin"
export IMPL_cp_data_required_time_ns=0.96
export IMPL_synth_area_top_cells="sky130_fd_sc_hd__dfxtp_1 (52%), sky130_fd_sc_hd__nor2b_1 (13%), sky130_fd_sc_hd__buf_4 (12%)"
export IMPL_warnings=34
export IMPL_port_buffer_count=7
export IMPL_core_area_um2=3420
export IMPL_hold_path_class="flop to flop"
export IMPL_maximum_number_of_pins_on_one_net_before_global_route_repair=5
export IMPL_power_per_cell_area_nw_per_um2=1200
export IMPL_post_place_ws_ns=-0.132
export IMPL_wl_per_cell_um=6.43
export IMPL_placed_cells=73
export IMPL_clock_tree_from_tritoncts="done"
export IMPL_num_antenna_cells=0
export IMPL_critical_path_cell_list="or3_1 -> buf_2"
export IMPL_initial_core_util_pct=5.60
export IMPL_route_antenna_remaining_nets=0
export IMPL_gp_congestion=0.708
export IMPL_die_boundary_width_um=80
export IMPL_worstSetupStartpointType="flop"
export IMPL_unclocked_regs=1
export IMPL_run_status="finished, violations left"
export IMPL_critical_path_buffers_and_inverters=1
export IMPL_detailroute_via_count=147
export IMPL_drt_first_pass_iters=4
export IMPL_maxSlewViolCount=0
export IMPL_cts_path_max_buffers=2
export IMPL_grtUsageTotal_pct=1.60
export IMPL_clock_root_buffer="sky130_fd_sc_hd__clkbuf_4"
export IMPL_finalNonFillerCells=77
export IMPL_synth_area_um2=191
export IMPL_boundaryPins=18
export IMPL_antenna_violations_before_repair=0
export IMPL_grt_met3_usage_pct=2.50
export IMPL_first_global_vias=140
export IMPL_count_of_endpoints_without_a_timing_constraint=2
export IMPL_cts_htree_levels=1
export IMPL_violations_in_the_final_reports="setup timing"
export IMPL_report_final_setup_viol=1
export IMPL_minimum_clock_period_after_layout_ns=1.26
export IMPL_clkTransAtPathRegs_ns=0.05
export IMPL_first_pass_grt_wire_length_um=717
export IMPL_dieHeight_um=80
export IMPL_cell_class_contributing_the_biggest_share_of_worst_path_delay="simple AND/OR/NAND/NOR gates"
export IMPL_area_growth_pct=79.1
export IMPL_timing_hold_violations_final=0
export IMPL_critPathKind="flop to output pin"
export IMPL_synthDominantAreaCellType="sky130_fd_sc_hd__dfxtp_1"
export IMPL_synth_ff_latch_count=6
export IMPL_global_route_overflow_total=0
export IMPL_post_dp_hpwl_um=400
export IMPL_critical_path_slowest_cell="sky130_fd_sc_hd__or3_1"
export IMPL_reg2reg_slack_ns=0.50
export IMPL_met1_track_usage_gr_pct=1.60
export IMPL_numCtsBuffers=3
export IMPL_postCtsSetupBuffers=0
export IMPL_post_synth_inst_count=18
export IMPL_ys_warn_count=1
export IMPL_static_leakage_power_nw=0.149
export IMPL_syn_avg_cell_area_um2=10.6
export IMPL_worst_ir_drop_vdd_v=0.000251
export IMPL_yosysCellCount=18
export IMPL_rows=21
export IMPL_setup_repair_after_global_routing_missed_its_margin="true"
export IMPL_worst_hold_slack_ns=0.440
export IMPL_post_route_setup_tns_ns=-0.0615
export IMPL_grt_met2_use_pct=1.85
export IMPL_cp_slowest_stage_delay_ns=0.35
export IMPL_finalPower_w=0.000411
export IMPL_drc_errors=0
export IMPL_drive_gt1_share_pct=51.6
export IMPL_yosys_area_um2=191
export IMPL_crit_arrival_ns=1.02
export IMPL_top_cell_area_share_pct=52.3
export IMPL_timing_limited_maximum_frequency_ghz=0.793
export IMPL_worstSkewPairLatency_ns=0.24
export IMPL_fin_skew_ns=0.00365
export IMPL_design_die_area_um2=6400
export IMPL_yosysUniqueCellTypes=7
export IMPL_worstPathMaxFanout=2
export IMPL_vias_per_cell=1.91
export IMPL_timing_final_ws_setup_ns=-0.0615
export IMPL_fillerInstances=403
export IMPL_route_final_wire_length_um=495
export IMPL_drt_first_iter_violations=5
export IMPL_max_cap_violations=0
registers in the layout, summed over array words and instances, names as in the netlist:
signal and cells:
state 5, ALUSrc 1
stage by stage:
| step | instance area, um^2 | util [%] |
|---|---|---|
| after global placement | 327 | 9.56 |
| final | 343 | 10.0 |
| after floorplan | 199 | - |
| after global routing | 343 | 10.0 |
| after CTS | 339 | 9.93 |
| after detailed placement | 327 | 9.56 |
layout make-up:
| cell class | instances | area [um^2] | share of cell area (%) |
|---|---|---|---|
| clock buffer | 4 | 26.3 | 7.66 |
| multi-input combinational | 11 | 63.8 | 18.6 |
| sequential | 6 | 120 | 35.0 |
| tap | 46 | 57.6 | 16.8 |
| timing repair buffer | 10 | 75.1 | 21.9 |
per-layer routing:
metal | up-vias | routed length [um]
met2 | 8 | 187
li1 | 74 | -
met5 | - | 0
met4 | 0 | 0
met1 | 65 | 204
met3 | 0 | 103
report_power, final:
group	internal, W	total (W)	switching [W]
sequential	0.000177	0.000181	0.00000391
clock	0.000126	0.000194	0.0000686
combinational	0.0000254	0.0000355	0.0000101
total	0.000328	0.000411	0.0000826
cell families (layout without fill, tap and decap cells):
group,after synthesis,after routing,share of synthesized area (%)
latches,1,1,7.84
buffers and inverters,3,14,11.8
flip-flops,5,5,52.3
AND/OR/NAND/NOR,8,8,26.1
other,1,3,1.96
Yosys cell counts:
master	instances
sky130_fd_sc_hd__or3_1	1
sky130_fd_sc_hd__nor2b_1	4
sky130_fd_sc_hd__or2_2	3
sky130_fd_sc_hd__conb_1	1
sky130_fd_sc_hd__dfxtp_1	5
sky130_fd_sc_hd__dlxtn_1	1
sky130_fd_sc_hd__buf_4	3
path summary, 6_finish.rpt:
kind / endpoint / cells after the start / start
min: state[0]$_DFF_P_ / 1 / state[3]$_DFF_P_
max reg2reg: state[0]$_DFF_P_ / 1 / state[3]$_DFF_P_
max: ResultSrc[1] / 2 / state[0]$_DFF_P_
min reg2reg: state[0]$_DFF_P_ / 1 / state[3]$_DFF_P_
timing repair:
item                                    in CTS  in global routing
hold buffers                                 0                  0
gates resized                               14                  2
pin swaps                                    1                  0
endpoints found under the setup margin       5                  3
